**design/flow/constraint.sdc**
```tcl
current_design image_processor

set clk_period 2.2
set clk_io_pct 0.2

create_clock -name clk0 -period $clk_period [get_ports {CLOCK_24}]

set non_clock_inputs [all_inputs -no_clocks]
set_input_delay [expr $clk_period * $clk_io_pct] -clock clk0 $non_clock_inputs
set_output_delay [expr $clk_period * $clk_io_pct] -clock clk0 [all_outputs]
```
**design/flow/run.sh**
```bash
#!/bin/bash
# OpenROAD 26Q1-2900-gdf79404cd8, Yosys 0.63+post, stock flow scripts
make -C /OpenROAD-flow-scripts/flow DESIGN_CONFIG=/design/flow/config.mk WORK_HOME=/design/flow/orfs finish
```
**design/flow/config.mk**
```make
export PLATFORM = sky130hd
export DESIGN_NAME = image_processor
export DESIGN_NICKNAME = image_processor
export VERILOG_FILES = /design/flow/design.v
export SDC_FILE = /design/flow/constraint.sdc
export NUM_CORES = 4
export LEC_CHECK = 1
export CORE_AREA = 10 10 125 125
export DIE_AREA = 0 0 135 135
```
**design/flow/design.v**
```verilog
module image_processor(
		CLOCK_24,						 
		CLOCK_27,						 
		CLOCK_50,						 
		EXT_CLOCK,						 
		key,							 
		sw,								 
		HEX0,							 
		HEX1,							 
		HEX2,							 
		HEX3,							 
		ledg,							 
		ledr,							 
		tx,						 
		rx,						 
		DRAM_DQ,						 
		DRAM_ADDR,						 
		DRAM_LDQM,						 
		DRAM_UDQM,						 
		DRAM_WE_N,						 
		DRAM_CAS_N,						 
		DRAM_RAS_N,						 
		DRAM_CS_N,						 
		DRAM_BA_0,						 
		DRAM_BA_1,						 
		DRAM_CLK,						 
		DRAM_CKE,						 
		FL_DQ,							 
		FL_ADDR,						 
		FL_WE_N,						 
		FL_RST_N,						 
		FL_OE_N,						 
		FL_CE_N,						 
		SRAM_DQ,						 
		SRAM_ADDR,						 
		SRAM_UB_N,						 
		SRAM_LB_N,						 
		SRAM_WE_N,						 
		SRAM_CE_N,						 
		SRAM_OE_N,						 
		SD_DAT,							 
		SD_DAT3,						 
		SD_CMD,							 
		SD_CLK,							 
		TDI,  							 
		TCK,  							 
		TCS,  							 
	    TDO,  							 
		I2C_SDAT,						 
		I2C_SCLK,						 
		PS2_DAT,						 
		PS2_CLK,						 
		VGA_HS,							 
		VGA_VS,							 
		VGA_R,   						 
		VGA_G,	 						 
		VGA_B,  						 
		AUD_ADCLRCK,					 
		AUD_ADCDAT,						 
		AUD_DACLRCK,					 
		AUD_DACDAT,						 
		AUD_BCLK,						 
		AUD_XCK,						 
		GPIO_0,							 
		GPIO_1							 
	);
input	    	CLOCK_24;				 
input	    	CLOCK_27;				 
input			CLOCK_50;				 
input			EXT_CLOCK;				 
input	[3:0]	key;					 
input	[9:0]	sw;						 
output	[6:0]	HEX0;					 
output	[6:0]	HEX1;					 
output	[6:0]	HEX2;					 
output	[6:0]	HEX3;					 
output	[7:0]	ledg;					 
output	[9:0]	ledr;					 
output		tx;				 
input			rx;				 
inout	[15:0]	DRAM_DQ;				 
output	[11:0]	DRAM_ADDR;				 
output			DRAM_LDQM;				 
output			DRAM_UDQM;				 
output			DRAM_WE_N;				 
output			DRAM_CAS_N;				 
output			DRAM_RAS_N;				 
output			DRAM_CS_N;				 
output			DRAM_BA_0;				 
output			DRAM_BA_1;				 
output			DRAM_CLK;				 
output			DRAM_CKE;				 
inout	[7:0]	FL_DQ;					 
output	[21:0]	FL_ADDR;				 
output			FL_WE_N;				 
output			FL_RST_N;				 
output			FL_OE_N;				 
output			FL_CE_N;				 
inout	[15:0]	SRAM_DQ;				 
output	[17:0]	SRAM_ADDR;				 
output			SRAM_UB_N;				 
output			SRAM_LB_N;				 
output			SRAM_WE_N;				 
output			SRAM_CE_N;				 
output			SRAM_OE_N;				 
inout			SD_DAT;					 
inout			SD_DAT3;				 
inout			SD_CMD;					 
output			SD_CLK;					 
inout			I2C_SDAT;				 
output			I2C_SCLK;				 
input		 	PS2_DAT;				 
input			PS2_CLK;				 
input  			TDI;					 
input  			TCK;					 
input  			TCS;					 
output 			TDO;					 
output			VGA_HS;					 
output			VGA_VS;					 
output	[3:0]	VGA_R;   				 
output	[3:0]	VGA_G;	 				 
output	[3:0]	VGA_B;   				 
inout			AUD_ADCLRCK;			 
input			AUD_ADCDAT;				 
inout			AUD_DACLRCK;			 
output			AUD_DACDAT;				 
inout			AUD_BCLK;				 
output			AUD_XCK;				 
inout	[35:0]	GPIO_0;					 
inout	[35:0]	GPIO_1;					 
wire ready;
wire [7:0] serial_out;
serial_read serial(CLOCK_24, rx, ready, serial_out);
assign ledg[0] = ready;
reg [7:0] led_reg = 0;
always @(ready) begin
	led_reg <= serial_out;
end
assign ledr[7:0] = led_reg;
endmodule
module serial_read(
	input clk_24,
	input rx,
	output reg ready = 0,
	output reg [7:0] out = 8'b0
	);
parameter DOWNSAMPLE_24MHZ_CLOCK = 16'd20000;
reg [15:0] clk_counter = 16'b0;
always_ff @(posedge clk_24) begin
	if (clk_counter == DOWNSAMPLE_24MHZ_CLOCK)
		clk_counter <= 0;
	else
		clk_counter <= clk_counter + 1'b1;
end
wire clk = (clk_counter == DOWNSAMPLE_24MHZ_CLOCK);
parameter STATE_IDLE 		= 4'd0;
parameter STATE_START_BIT 	= 4'd3;
parameter STATE_BIT0 		= 4'd4;
parameter STATE_BIT1 		= 4'd5;
parameter STATE_BIT2 		= 4'd6;
parameter STATE_BIT3 		= 4'd7;
parameter STATE_BIT4 		= 4'd8;
parameter STATE_BIT5 		= 4'd9;
parameter STATE_BIT6 		= 4'd10;
parameter STATE_BIT7 		= 4'd11;
parameter STATE_STOP_BIT	= 4'd12;
reg [3:0] state = STATE_IDLE;
reg [1:0] idle_counter = 2'd0;
reg [3:0] next_state = STATE_IDLE;
always_comb begin
	case (state)
		STATE_IDLE:
			next_state = (idle_counter == 2'b10) ? STATE_START_BIT : STATE_IDLE;
		STATE_START_BIT:
                        next_state = rx ? STATE_IDLE : STATE_BIT0;
		STATE_BIT0: next_state = STATE_BIT1;
		STATE_BIT1: next_state = STATE_BIT2;
		STATE_BIT2: next_state = STATE_BIT3;
		STATE_BIT3: next_state = STATE_BIT4;
		STATE_BIT4: next_state = STATE_BIT5;
		STATE_BIT5: next_state = STATE_BIT6;
		STATE_BIT6: next_state = STATE_BIT7;
		STATE_BIT7: next_state = STATE_STOP_BIT;
		STATE_STOP_BIT: next_state = STATE_START_BIT;
		default: next_state = STATE_IDLE;
	endcase
end
parameter INIT_BAUD_COUNT = 3'b111;
reg [2:0] baud_count = INIT_BAUD_COUNT;
wire baud_clk = (baud_count == 3'b0);
always @(posedge clk) begin
	case (next_state)
		STATE_IDLE: begin
			baud_count <= INIT_BAUD_COUNT;
                        idle_counter <= idle_counter + 2'b1;
		end
                default: begin
                        baud_count <= baud_count + 1'b1;
                        idle_counter <= 2'b00;
                end
	endcase
end
always_ff @(posedge baud_clk) begin
	state <= next_state;
	case (state) 
		STATE_BIT0: out[7] <= rx;
		STATE_BIT1: out[6] <= rx;
		STATE_BIT2: out[5] <= rx;
		STATE_BIT3: out[4] <= rx;
		STATE_BIT4: out[3] <= rx;
		STATE_BIT5: out[2] <= rx;
		STATE_BIT6: out[1] <= rx;
		STATE_BIT7: out[0] <= rx;
		STATE_STOP_BIT:
			ready <= 1'b1;
		STATE_START_BIT:
			ready <= 1'b0;
		default:
			ready <= 1'b0;
	endcase
end
endmodule
```
==> impl_metrics.env <==
# flow metrics
export IMPL_final_util_pct=17.9
export IMPL_untimed_endpoints=155
export IMPL_cap_violations=0
export IMPL_drc=0
export IMPL_grt_pass1_wl_um=5620
export IMPL_ys_async_sr_fraction_pct=0
export IMPL_routed_wirelength_um=3750
export IMPL_post_place_cells=444
export IMPL_antenna_cells_inserted=0
export IMPL_arrival_ns=1.62
export IMPL_period_used_pct=67.7
export IMPL_rsz0062_at_grt="false"
export IMPL_synth_cells=265
export IMPL_fin_total_pwr_mw=0.694
export IMPL_whs_ns=0.474
export IMPL_tritoncts="yes"
export IMPL_finalSetupTns_ns=0
export IMPL_run_status="completed"
export IMPL_finalCriticalPeriod_ns=1.49
export IMPL_power_leakage_nw=1.00
export IMPL_relSlewSlack_pct=52.9
export IMPL_ios=281
export IMPL_critPathKind="reg -> reg"
export IMPL_num_rows=41
export IMPL_yosysChipArea_sq_um=2390
export IMPL_logic_area_sq_um=1090
export IMPL_postLayoutCellArea_sq_um=2290
export IMPL_syn_mean_instance_area_sq_um=9.00
export IMPL_synth_distinct_cells=37
export IMPL_wl_per_cell_um=8.36
export IMPL_max_freq_mhz=671
export IMPL_slew_violations=0
export IMPL_cts_root_buf="clkbuf_16"
export IMPL_path_clk_slew_ns=0.05
export IMPL_insertion_delay_ns=0.24
export IMPL_hold_buffers=0
export IMPL_drive_gt1_share_pct=4.35
export IMPL_skew_ns=0.00175
export IMPL_power_density_nw_per_um2=303
export IMPL_ys_cells=265
export IMPL_worstHoldPathType="reg -> reg"
export IMPL_track_usage_pct=3.50
export IMPL_core_sq_um=12800
export IMPL_initCoreUtil_pct=18.7
export IMPL_drtIter0Drc=59
export IMPL_vias_per_cell=2.81
export IMPL_dieWidth_um=135
export IMPL_post_dp_hpwl_um=3210
export IMPL_edf_count=9
export IMPL_cp_start_kind="register"
export IMPL_gp_congestion=0.788
export IMPL_ys_flops=34
export IMPL_min_from="serial.clk_counter[15]"
export IMPL_dr_pass1_iters=4
export IMPL_cp_required_ns=2.33
export IMPL_setup_ws_ns=0.711
export IMPL_setup_viol=0
export IMPL_warnings=169
export IMPL_worstMarginPinSlew_ns=0.706
export IMPL_ff_type="dfxtp_1"
export IMPL_numCtsBuffers=3
export IMPL_die_area_sq_um=18200
export IMPL_stdcell_count=448
export IMPL_cts_setup_buffers=0
export IMPL_io_buffers=10
export IMPL_ant_nets=0
export IMPL_ys_warn_count=130
export IMPL_critical_path_startpoint="serial.clk_counter[0]"
export IMPL_die_y_um=135
export IMPL_nFillCells=1423
export IMPL_syn_to_final_growth_pct=-3.99
export IMPL_cts_resized=0
export IMPL_dp_slack_ns=0.801
export IMPL_overflow=0
export IMPL_r2r_start="serial.clk_counter[0]"
export IMPL_unclocked_regs=18
export IMPL_antenna_found_initial=0
export IMPL_cts_buffer_depth=2
export IMPL_critPathCaptureType="register"
export IMPL_postSynthSeqShare_pct=32.3
export IMPL_grt_pass1_vias=1368
export IMPL_ir_drop_v=0.000441
export IMPL_register_area_sq_um=771
export IMPL_hold_violations=0
export IMPL_syn_cell_area_sq_um=2390
export IMPL_htree_levels=1
export IMPL_vias=1257
export IMPL_grt_max_degree=14
export IMPL_place_area_sq_um=2200
export IMPL_worst_path_max_fanout=5
==> worst max-delay path: stages, from the launching register on <==
cell and delay, ns:
dfxtp_1 0.34, inv_1 0.07, ha_1 0.13, nor4bb_1 0.25, and4_1 0.29, nor2_2 0.05
mux2_4 0.25
==> synthesized netlist by cell type (all sizes together) (2+ instances only) <==
master / number / share of area (%)
nand2: 8 / 1.3
nor4: 3 / 1.3
inv: 6 / 0.94
o21ai: 3 / 0.63
nand2b: 6 / 1.6
dfxtp: 25 / 21
edfxtp: 9 / 11
nor2b: 2 / 0.52
and4: 3 / 1.1
xnor2: 12 / 4.4
nor3: 3 / 0.84
buf: 130 / 41
ha: 5 / 2.6
nor2: 22 / 3.6
nand4: 4 / 1.3
nand3: 8 / 1.7
==> final cells by class <==
| class | count | area share, % |
|---|---|---|
| sequential | 34 | 33.6 |
| inverter | 6 | 0.983 |
| clock buffer | 4 | 3.88 |
| multi-input combinational | 221 | 47.4 |
| timing repair buffer | 11 | 4.70 |
| tap | 172 | 9.39 |
==> layer usage <==
| layer | GRT usage (%) | share of wire [%] | vias up |
|---|---|---|---|
| met5 | 0 | 0 | - |
| met4 | 0.239 | 0.40 | 0 |
| met3 | 2.03 | 15 | 2 |
| met2 | 5.29 | 37 | 105 |
| met1 | 4.42 | 47 | 530 |
| li1 | - | - | 620 |
==> power by group <==
part | total [mW] | internal, mW | switching [mW]
sequential | 0.293 | 0.293 | 0
combinational | 0.0196 | 0.00189 | 0.0177
clock | 0.381 | 0.276 | 0.106
total | 0.694 | 0.570 | 0.123
==> cells by family after synthesis <==
logic type,after synthesis,share of synthesized area (%)
mux,1,0.629
compound gates,10,2.73
buf+inv,137,42.2
flops,34,32.3
fa+ha+maj,5,2.62
other cells,1,0.157
simple gates,64,14.6
xor+xnor,13,4.77
==> final timing paths <==
kind,end,slack [ns],cells after the start
setup / recovery,serial.clk_counter[9],0.71,6
setup reg to reg,serial.clk_counter[9],0.71,6
hold / removal,serial.clk_counter[15],0.47,1
hold reg to reg,serial.clk_counter[15],0.47,1
==> placed cells by master (no fill, tap or decap), types with 2 or more instances in the layout <==
cell / synthesis / layout
conb_1: 1 / 128
dfxtp_1: 25 / 25
nor2_1: 21 / 21
xnor2_1: 12 / 12
clkdlybuf4s50_1: 0 / 10
edfxtp_1: 9 / 9
nand2_1: 8 / 8
nand3_1: 8 / 8
inv_1: 6 / 6
nand2b_1: 6 / 6
ha_1: 5 / 5
o21ai_0: 3 / 3
and4_1: 3 / 3
nand4_1: 3 / 3
clkbuf_16: 0 / 3
nor3_1: 2 / 2
nor2b_1: 2 / 2
nor4_2: 2 / 2
==> sequential cells by signal (all words and copies together) (netlist names) <==
| register | cells |
|---|---|
| serial.clk_counter | 16 |
| serial.out | 8 |
| serial.state | 4 |
| serial.baud_count | 3 |
| serial.idle_counter | 2 |
| serial.ready | 1 |
Power figures rest on the tool's default switching activity, not on a simulated workload.
